[./run.sh]
#!/bin/bash
# OpenROAD 26Q1-2900-gdf79404cd8, Yosys 0.63+post, stock flow scripts
make -C /OpenROAD-flow-scripts/flow DESIGN_CONFIG=/design/flow/config.mk WORK_HOME=/design/flow/orfs finish
[./constraint.sdc]
current_design Z16ALU

set clk_period 75.6
set clk_io_pct 0.2

create_clock -name clk0 -period $clk_period

set non_clock_inputs [all_inputs -no_clocks]
set_input_delay [expr $clk_period * $clk_io_pct] -clock clk0 $non_clock_inputs
set_output_delay [expr $clk_period * $clk_io_pct] -clock clk0 [all_outputs]
[./design.v]
module Z16ALU(
    input  wire   [15:0] i_data_a,  
    input  wire   [15:0] i_data_b,  
    input  wire   [3:0]  i_ctrl,    
    output wire   [15:0] o_data     
);
assign o_data = alu(i_data_a, i_data_b, i_ctrl);
function [15:0] alu;
input [15:0]      i_data_a;
input [15:0]      i_data_b;
input [3:0]       i_ctrl;
begin
    case(i_ctrl)
    4'h0 : alu = i_data_b + i_data_a;
    4'h1 : alu = i_data_b - i_data_a;
    4'h2 : alu = i_data_b * i_data_a;
    4'h3 : alu = i_data_b / i_data_a;
    4'h4 : alu = i_data_b | i_data_a;
    4'h5 : alu = i_data_b & i_data_a;
    4'h6 : alu = i_data_b ^ i_data_a;
    4'h7 : alu = i_data_a << i_data_a;
    4'h8 : alu = i_data_a >> i_data_a;
    default: alu = i_data_b + i_data_a;
    endcase 
end
endfunction
endmodule 
[./config.mk]
export PLATFORM = sky130hd
export DESIGN_NAME = Z16ALU
export DESIGN_NICKNAME = Z16ALU
export VERILOG_FILES = /design/flow/design.v
export SDC_FILE = /design/flow/constraint.sdc
export NUM_CORES = 4
export LEC_CHECK = 1
export CORE_UTILIZATION = 50
==> run notes <==
The run finished with clean final reports. In the setup report, the worst path falls into the class input pin to output port. The run gives 0 for the antenna violation net count after detailed routing.

The logs give 0 for the number of gates given a new drive strength after cts and 60.48 ns for the endpoint required time on the critical path. Adding up every negative setup slack in the final design gives 0 ns. For the number of buffers inserted for hold repair after clock tree synthesis, the log shows 0. According to the floorplan report, the die height is 161 um.

The xor-xnor portion of the synthesized cell area was 0.0982; the normalized max-slew margin was 0.380. For the placeable core region, the log shows 24600 um^2. Prior to clock tree synthesis, the placed netlist has a worst setup slack of 15.38 ns. For the number of antenna violations at the first check in global routing, the log shows 0. The number of hold violations in the final report is 0, and the arrival time of the worst setup path is 45.54 ns. From synthesis to final layout, the design area changed by 7.46%. The synthesized-area fraction occupied by adder cells came out at 0.361. The run gives 43.1 mm for the total wire length. The count of TritonRoute iterations in the first routing pass came out at 5. The total cells reported by yosys after synthesis is 1728, and the minimum clock period is 60.66 ns. Setup repair after global routing left no endpoint under its margin. Number of distinct library cell variants in the gate-level netlist after synthesis: 92. With the OpenROAD warning count at 53, the area share of the largest cell type after synthesis is 0.233.

The run gives 20.8 um for the routed length per placed instance. For the largest net degree at the start of global routing, the log shows 32. The final power report lists total power as 247 uW. The top-level I/O count is 52, and the cell depth of the worst min-delay path is 5. The sequential element share of the synthesized area is 0.

The detailed router finished its first iteration with 909 violations. In the finished layout, the clock tree contains a buffer count of 0. The run gives 11700 um^2 as the area occupied by multi-input gates.

After synthesis, the largest family of logic cells by area is adder cells. Setup slack on the critical path of the routed design comes to 14.94 ns. The tools report the yosys warning tally as 1.

Delay contributed by the slowest stage of the critical path: 0.83 ns. The commonest non-fill, non-tap cell in the layout is ha_1. The tools report the die outline area as 26000 um^2. The largest total area in the synthesized netlist belongs to ha_1. Antenna repair during routing inserted a diode count of 0. The tools report the total track usage as 0.346. Each instance of the synthesized netlist takes up on average 7.33 um^2. The initialized floorplan defines 57 standard-cell rows. The final route contains 12532 vias. The starting density of the core came out at 0.515. In the layout the commonest cells are ha_1 (236), inv_1 (175), nand2_1 (175).

Buffers placed on the I/O ports in this run total 52. Together, buffers and inverters on the worst path number 5. The share of the clock period used by the worst path after layout came out at 0.802. The end-of-flow timing check tallies setup violations at 0.

The area of the mapped netlist was 12700 um^2. The run gives 0 as the DRC violations left. Maximum vdd ir drop: 0.0710 mV. The synthesis report lists the most area-consuming cells as ha_1 (23%), fa_1 (13%), xnor2_1 (6.6%). After synthesis, the chip area reported by Yosys is 12700 um^2. In this run the worst path has a maximum fanout of 21. The final layout contains a sequential cell count of 0.

Synthesis produced 1728 cells. The floorplan step set the die width to 161 um. The routed design shows a via density per instance of 6.04. The tools report the post-CTS setup-driven buffer insertion count as 0.

The number of global-route vias before repair is 11744. The timing-limited maximum frequency was 0.0165 GHz; the max capacitance violation total was 0. The launch point of the worst min-delay path is recorded as i_data_a[0].

The first global-routing pass estimated 67.4 mm of wire. The pin slew with the least headroom to its limit is 0.924 ns. The worst setup path is captured at an output port. The dominant delay contributor by cell family on the critical path was AND-OR/OR-AND gates. The worst hold path terminates at o_data[1]. The max-slew violation count was 0. The script extracted a total leakage power of 6.36 nW.

With the total area of sequential cells at 0 um^2, the filler cell count is 2413. The global placer's final weighted congestion came out at 0.971. The most frequent cell on the critical path is a21oi_1. The total overflow reported by the global router was 0. The worst-path cell with the longest stage delay is clkdlybuf4s50_1. For the post-DP HPWL, the log shows 33.5 mm. Class of the tightest hold or removal check: input pin to output port.

The critical path launch point type was an input pin. The synthesized-area fraction occupied by ao, oa, aoi and oai cells was 0.226. The fraction of final layout cells sized beyond drive strength 1 is 0.0623, and the power density over the cells is 18.2 nW/um^2. The simple-gate share of the synthesized area came out at 0.207.

The mux share of post-synthesis cell area was 0.0314.
==> cell families after synthesis <==
family / after synthesis
buffers and inverters: 251
AOI/OAI and AO/OA: 426
adders and majority gates: 317
xor gates and xnor gates: 142
and+or+nand+nor: 556
muxes: 36
==> synth_stat cells (6+ instances only) <==
library cell	instances
a211oi_1	16
nand2_1	175
o21ai_1	9
fa_1	81
nor2b_1	14
nand2b_1	18
o21bai_1	9
mux2i_1	9
o22ai_1	7
and3_1	7
a41oi_1	6
a21oi_1	124
xor2_1	47
buf_2	10
o31ai_1	8
nor4_1	9
o21a_1	42
o2111ai_1	8
a31oi_1	20
o211ai_1	18
ha_1	236
a221oi_1	8
a21o_1	32
inv_1	175
and2_1	11
nand4_1	14
or3_1	20
clkbuf_1	54
mux2_2	24
nor2_1	163
nand3_1	29
o21ai_0	52
or2_2	12
nor3_1	51
xnor2_1	95
==> cell type report <==
cell class | count | share of cell area
multi-input combinational | 1477 | 0.859
inverter | 179 | 0.0494
timing repair buffer | 94 | 0.0614
tap | 324 | 0.0298
==> tightest hold or removal path, delay by kind of cell <==
kind,cells,cell delay (ns)
simple gates,1,0.12
compound gates,1,0.19
buf+inv,3,1.05
==> metal layers <==
metal	global-route usage	part of all wire	vias up
met4	0.0738	0.026	0
met1	0.507	0.46	5890
met2	0.556	0.45	421
li1	-	-	6144
met3	0.0380	0.066	77
met5	0	0	-
==> per-stage QoR <==
step	instance area (um^2)	util	std cells	hold slack [ns]
5_1_grt	13600	0.553	2074	31.68
4_1_cts	13600	0.553	2074	31.64
3_3_place_gp	13600	0.553	2074	31.63
2_1_floorplan	12700	-	1728	30.48
6_report	13600	0.553	2074	31.62
3_5_place_dp	13600	0.553	2074	31.62
==> power breakdown <==
part,switching (mW),internal [mW]
combinational,0.143,0.104
sequential,0,0
clock,0,0
total,0.143,0.104
==> how the worst max path moves through the flow <==
stage / startpoint / end / slack (ns) / cells past startpoint
after CTS: i_data_a[7] / o_data[0] / 15.27 / 121
after global routing: i_data_a[7] / o_data[0] / 12.08 / 123
final: i_data_a[7] / o_data[0] / 14.94 / 121
Power is estimated from default activity; no workload was simulated.
