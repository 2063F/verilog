$ cat flow/config.mk
export PLATFORM = sky130hd
export DESIGN_NAME = Z16RegisterFile
export DESIGN_NICKNAME = Z16RegisterFile
export VERILOG_FILES = /design/flow/design.v
export SDC_FILE = /design/flow/constraint.sdc
export NUM_CORES = 4
export LEC_CHECK = 1
export CORE_UTILIZATION = 50
$ cat flow/constraint.sdc
current_design Z16RegisterFile

set clk_period 3.8
set clk_io_pct 0.2

create_clock -name clk0 -period $clk_period [get_ports {i_clk}]

set non_clock_inputs [all_inputs -no_clocks]
set_input_delay [expr $clk_period * $clk_io_pct] -clock clk0 $non_clock_inputs
set_output_delay [expr $clk_period * $clk_io_pct] -clock clk0 [all_outputs]
$ cat flow/design.v
module Z16RegisterFile(
  input  wire           i_clk,       
  input  wire   [3:0]   i_rs1_addr,  
  output wire   [15:0]  o_rs1_data,  
  input  wire   [3:0]   i_rs2_addr,  
  output wire   [15:0]  o_rs2_data,  
  input  wire   [3:0]   i_rd_addr,   
  input  wire           i_rd_wen,    
  input  wire   [15:0]  i_rd_data    
);
  reg [15:0] mem[15:0];
  assign o_rs1_data = (i_rs1_addr == 4'h0) ? 16'h0000 : mem[i_rs1_addr];
  assign o_rs2_data = (i_rs2_addr == 4'h0) ? 16'h0000 : mem[i_rs2_addr];
  always @(posedge i_clk) begin
    if(i_rd_wen) begin
      mem[i_rd_addr]  <= i_rd_data;
    end else begin
      mem[i_rd_addr]  <= mem[i_rd_addr];
    end
  end
endmodule
$ cat flow/run.sh
#!/bin/bash
# OpenROAD 26Q1-2900-gdf79404cd8, Yosys 0.63+post, stock flow scripts
make -C /OpenROAD-flow-scripts/flow DESIGN_CONFIG=/design/flow/config.mk WORK_HOME=/design/flow/orfs finish
==> impl_results.rst <==
Metrics
=======

.. list-table::
   :header-rows: 1

   * - Metric
     - Value
   * - Status
     - finished, final reports clean
   * - Worst setup path category
     - in -> out
   * - Power Density
     - 458.8 nW/um^2
   * - Final Hold Violation Tally
     - 0
   * - Largest reg by FF count
     - mem
   * - Synth cell types
     - 32
   * - Largest incremental delay on the critical path
     - ~0.5 ns
   * - Number of setup violations in the final report
     - 0
   * - Global route overflow
     - 0
   * - Num CTS Buffers
     - 26
   * - Buffer-and-inverter tally for the worst setup path
     - 5
   * - Multi-input gate area in the final layout
     - about 3800 sq um
   * - Clock tree root driver cell
     - sky130_fd_sc_hd__clkbuf_16
   * - Violation count after the first detailed-route iteration
     - 280
   * - Antenna violations before repair
     - 0
   * - Layout fillers
     - 1,578
   * - Arrival time at the worst endpoint
     - 3.01 ns
   * - Weighted congestion at the end of routability-driven global placement
     - 0.8733
   * - Buffers inserted by post-CTS timing repair
     - 0
   * - Clock-pin transition on the worst setup and hold timing paths
     - approximately 0.06 ns
   * - Layout Area Growth over Synthesis
     - 18.33%
   * - Drt total wl
     - between 20 and 30 mm
   * - HPWL reported at the end of detailed placement
     - 17.60 mm
   * - Family with the most delay on the worst path
     - buffers and inverters
   * - Post-synthesis instance area
     - 11,210 sq um
   * - H-tree depth reported by CTS
     - 1
   * - Count of instantiated cells in the yosys netlist
     - 613
   * - Count of port buffers added during placement
     - between 60 and 70
   * - Via Count
     - 6,412
   * - Leakage power of the design
     - between 4 and 5 nW
   * - Area of the core
     - 21,890 sq um
   * - Number of detailed-routing iterations run before antenna repair
     - 4
   * - Final period utilization
     - 0.9916
   * - GRT Util Overall
     - 0.2844
   * - Registers, synthesis
     - 240
   * - Met3 Usage GRT
     - 0.1747
   * - Crit-path max FO
     - 6
   * - Dominant logic cell type in the layout
     - sky130_fd_sc_hd__edfxtp_1
   * - Sequential cell area in the final layout
     - 7207 sq um
   * - Synth area leader
     - sky130_fd_sc_hd__edfxtp_1
   * - Count of maximum capacitance violations
     - 0
   * - Critical path capture point type
     - output port
   * - Synthesized chip area reported by yosys
     - 11,210 sq um
   * - Pin count of the biggest net entering global routing
     - 44
   * - Clock sink count
     - roughly 240
   * - Met1 routing resource usage after global routing
     - 0.3809
   * - Max Root-Sink Buffers
     - 3
   * - Required time of the critical path
     - 3.04 ns
   * - Avg Cell Area, Syn
     - 18.28 sq um
   * - Cell count after synthesis
     - 613
   * - Vias in the first global route
     - 7,260
   * - Source of the worst hold timing path
     - i_rd_data[14]
   * - Actual transition at the worst max-transition pin
     - 0.7239 ns
   * - Pins Over Slew Limit
     - 0
   * - Yosys warning total
     - 1
   * - Number of core rows
     - 54
   * - CTS tree
     - built
   * - Portion of the post-synthesis area used by sequential elements
     - 0.6430
   * - Sum Neg Setup Slack
     - 0 ns
   * - Drt drc
     - 0
   * - IO Count
     - 62
   * - Inserted Diodes
     - 0
   * - Routing usage on met2
     - 0.4289
   * - Min-delay worst type
     - in -> reg
   * - Proportion of layout cells with a drive suffix above 1
     - 0.3154
   * - Largest registers
     - mem x240
   * - Main area contributors after synthesis
     - sky130_fd_sc_hd__edfxtp_1 (64%), sky130_fd_sc_hd__mux4_2 (14%), sky130_fd_sc_hd__mux2i_1 (6.9%)
   * - Die W
     - 151.7 microns
   * - Vert. Die Dim
     - 151.7 microns
   * - Post-route minimum period
     - 3.768 ns
   * - Top logic cells by instance count in the layout
     - sky130_fd_sc_hd__edfxtp_1 (240), sky130_fd_sc_hd__mux2i_1 (77), sky130_fd_sc_hd__mux4_2 (69), sky130_fd_sc_hd__clkdlybuf4s50_1 (56), sky130_fd_sc_hd__buf_4 (53)
   * - FP Core Util
     - 0.5120
   * - Cell breakdown of the critical path
     - clkdlybuf4s50_1, buf_4, inv_1, nor2_1, buf_4, a221oi_1, o221a_2, clkdlybuf4s50_1
   * - Depth of the critical timing path with buffers and inverters included
     - 8
   * - Startpoint of the most critical setup path
     - i_rs1_addr[0]
   * - First-pass GRT wire length
     - ~42 mm
   * - Unrepaired setup endpoints after global routing
     - true
   * - Die outline area
     - 23,020 sq um
   * - Critical Path Source Type
     - primary input
   * - Fmax
     - between 0.2 and 0.3 GHz
   * - Post-synth top area share
     - 0.6430
   * - Worst vdd rail ir drop
     - about 0.33 mV
   * - Number of flip-flops under the largest register name
     - 240
   * - Number of warnings in the stage logs
     - 26
   * - Worst rel slew slack
     - 0.5164
   * - Post-DRT Antenna Nets
     - 0
   * - Number of cells traversed by the worst hold path
     - 1
   * - # placed instances
     - 960
   * - Number of non-filler instances in the completed layout
     - a little over 1,000
   * - Most Crowded Layer GR
     - met2
   * - Routed len/inst
     - 27.53 microns
   * - Detailed-route vias per instance
     - 6.374
   * - Slowest stage cell, crit path
     - sky130_fd_sc_hd__clkdlybuf4s50_1
[power breakdown]
group,switching [mW],internal (mW)
registers,0.0218,2.97
clock network,0.995,1.52
logic,0.278,0.303
total,1.29,4.79
[what timing repair did]
item                                   CTS  global route
setup endpoints to repair                1            12
hold buffers                             0             0
endpoints found under the hold margin    0             0
gates resized                            1             3
[path summary, 6_finish.rpt]
check                    end  slack (ns)
min    mem[13][14]$_DFFE_PP_        1.12
max            o_rs1_data[5]        0.03
[metrics by stage]
step / utilization / instance area (sq um) / power [mW] / worst slack [ns] / hold WS (ns)
after floorplan: - / 11210 / 3.360 / 1.098 / 0.8589
after global placement: 0.5660 / 12390 / 3.620 / 0.002712 / 1.643
after detailed placement: 0.5660 / 12390 / 3.626 / 0.01076 / 1.665
after CTS: 0.6050 / 13240 / 6.132 / 0.01131 / 1.116
after global routing: 0.6059 / 13260 / 6.278 / -0.1062 / 1.163
final: 0.6059 / 13260 / 6.085 / 0.03175 / 1.120
[cells by family (layout without fill, tap and decap cells)]
kind of cell | after synthesis | after routing | synth area share
and+or+nand+nor | 42 | 42 | 0.01887
buffers and inverters | 52 | 165 | 0.02712
DFF | 240 | 240 | 0.6430
muxes | 177 | 177 | 0.2386
AOI/OAI and AO/OA | 102 | 102 | 0.07245
[routing by layer]
layer	wire length, microns	vias up
met3	3745	49
met2	13420	393
met4	637	0
met1	9894	3148
li1	-	2822
met5	0	-
[area by class of cell]
cell class                 count  share of cell area
clock inverter                16             0.01377
inverter                       1           0.0002830
sequential                   240              0.5434
tap                          280             0.02642
clock buffer                  30             0.05019
multi-input combinational    321              0.2835
timing repair buffer         118             0.08245
[Yosys cell counts]
master / instances
sky130_fd_sc_hd__edfxtp_1: 240
sky130_fd_sc_hd__mux2i_1: 77
sky130_fd_sc_hd__mux4_2: 69
sky130_fd_sc_hd__mux2_2: 31
sky130_fd_sc_hd__a221oi_1: 30
sky130_fd_sc_hd__a21oi_1: 27
sky130_fd_sc_hd__buf_2: 17
sky130_fd_sc_hd__clkbuf_1: 14
sky130_fd_sc_hd__nor2_1: 14
sky130_fd_sc_hd__o221a_2: 14
sky130_fd_sc_hd__a221o_1: 13
sky130_fd_sc_hd__a22oi_1: 13
sky130_fd_sc_hd__buf_4: 13
sky130_fd_sc_hd__nand2_1: 8
sky130_fd_sc_hd__buf_6: 5
sky130_fd_sc_hd__nand2b_1: 4
sky130_fd_sc_hd__nor3_1: 4
sky130_fd_sc_hd__nor2b_1: 3
sky130_fd_sc_hd__nand3b_1: 2
sky130_fd_sc_hd__nor3b_1: 2
sky130_fd_sc_hd__o21ai_0: 2
sky130_fd_sc_hd__a211oi_1: 1
sky130_fd_sc_hd__and2_1: 1
sky130_fd_sc_hd__and3b_1: 1
sky130_fd_sc_hd__buf_1: 1
sky130_fd_sc_hd__clkbuf_2: 1
sky130_fd_sc_hd__inv_1: 1
sky130_fd_sc_hd__nand3_1: 1
sky130_fd_sc_hd__o21ai_1: 1
sky130_fd_sc_hd__o22ai_1: 1
sky130_fd_sc_hd__or2_2: 1
sky130_fd_sc_hd__or3b_2: 1
Power figures rest on the tool's default switching activity, not on a simulated workload.
