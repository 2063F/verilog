==> design.v <==
module Z16DataMemory(
    input  wire          i_clk,   
    input  wire [15:0]   i_addr,  
    input  wire          i_wen,   
    input  wire [15:0]   i_data,  
    output wire [15:0]   o_data   
);
reg [15:0] mem[1023:0];
assign o_data = mem[i_addr[10:1]];
always @(posedge i_clk) begin
    if(i_wen) begin
        mem[i_addr[10:1]] <= i_data;
    end
end
endmodule
==> run.sh <==
#!/bin/bash
# OpenROAD 26Q1-2900-gdf79404cd8, Yosys 0.63+post, stock flow scripts
make -C /OpenROAD-flow-scripts/flow DESIGN_CONFIG=/design/flow/config.mk WORK_HOME=/design/flow/orfs finish
==> config.mk <==
export PLATFORM = sky130hd
export DESIGN_NAME = Z16DataMemory
export DESIGN_NICKNAME = Z16DataMemory
export VERILOG_FILES = /design/flow/design.v
export SDC_FILE = /design/flow/constraint.sdc
export NUM_CORES = 4
export LEC_CHECK = 1
export CORE_UTILIZATION = 40
export SYNTH_MEMORY_MAX_BITS = 65536
==> constraint.sdc <==
current_design Z16DataMemory

set clk_period 76.0
set clk_io_pct 0.2

create_clock -name clk0 -period $clk_period [get_ports {i_clk}]

set non_clock_inputs [all_inputs -no_clocks]
set_input_delay [expr $clk_period * $clk_io_pct] -clock clk0 $non_clock_inputs
set_output_delay [expr $clk_period * $clk_io_pct] -clock clk0 [all_outputs]
==> changes_impl.md <==
## Implementation

* Layout cells sized above 1 at 17.2%
* Mux area share at 14.0%
* Gr usage total at 24.8%
* Worst path cell trace: buf_16 > buf_4 > buf_4 > buf_4 > buf_4 > buf_4 > buf_4 > buf_4 > buf_12 > buf_4 > mux2i_1 > o22ai_1 > nor3_1 > a31oi_1 > nand4_1 > buf_4 > nand4_1 > or4_1 > or3_1 > clkdlybuf4s50_1
* Largest net degree at the start of global routing at 137
* Avg Cell Area, Syn at 19.5 um^2
* Power, Total at 18.8 mW
* Via count at 320k
* Number of max-cap violations at 0
* Failing checks: antenna rules
* DIE AREA at 1.57 mm^2
* Setup TNS at 0 ns
* Avg WL per Cell at 31.6 um
* TritonCTS Buffers at 1,711
* RSZ-0062 raised after global routing: false
* Max reg flops at 16.4k
* Post-Route WL at 1,790,000 um
* Worst Path Buf+Inv at 12
* Yosys warnings at 1
* Clock tree buffer depth at 6
* Vias in the first global route at 339k
* Synth Area in Simple Gates at 2.20%
* Fin area at 0.717 mm^2
* CP max FO at 88
* CP max stage delay at 1.07 ns
* DIE WIDTH at 1250 um
* Max Clk Rate at 0.0240 GHz
* Post-synthesis sequential area ratio at 78.6%
* CP delay by family, top: buffers and inverters
* Log Warnings at 97
* Placed Cells at 53.2k
* Final Hold Viols at 0
* Yosys chip area at 0.626 mm^2
* Mapped Area at 0.626 mm^2
* Top area cell types: edfxtp_1, mux2i_1, mux4_2, o22ai_1, nor2_1
* First-pass GRT wire length at 2,500,000 um
* Yosys Instances at 32.1k
* Ys flop type: edfxtp_1
* Final cell count without fillers at 56.7k
* TritonCTS clock tree: done
* Root Buffer: clkbuf_16
* DR vias/cell at 5.63
* CP Launch Type: input port
* EDFF count, synth at 16.4k
* # clock sinks at 16.4k
* H-tree depth at 7
* Cycle use final at 54.9%
* Setup violators final at 0
* Yosys adder share at 0%
* Crit-path most repeated cell: buf_4
* List of most frequent post-synthesis cells: edfxtp_1, mux2i_1, o22ai_1
* Port buffer count at 43
* Cell count after synthesis at 32.1k
* Sequential Area at 0.492 mm^2
* Distinct lib cells at 63
* Most common cell in the netlist: edfxtp_1
* Max VDD drop at 0.0221 mV
* Fin. max-slew vios at 0
* Tmin final at 41.73 ns
* CP endpoint kind: output pin
* Setup Fix Bufs, Post-CTS at 0
* Lkg Pwr at 237 nW
* RD Place Congestion at 0.911
* CP required at 60.80 ns
* Slowest CP cell: or4_1
* Pwr dens at 26.3 mW/mm^2
* Fill cells at 127k
* Worst-path clk slew at 0.06 ns
* Iteration-0 DRC Markers at 21.6k
* Asr flop ratio synth at 0%
* Hold buffers post-CTS at 0
* DRC viols at 0
* CP Class: input port to output pin
* DP HPWL at 1,100,000 um
* Top comb family, area: multiplexers
* Drt pass-1 iters at 8
* Synth Area in XOR/XNOR at 0%
* Synth-to-layout area growth at 14.5%
* Status: finished, violations left
* Synth top area share at 78.6%
* Dominant cell type by area after synthesis: edfxtp_1
* Worst Hold Class: input port to flip-flop
* Relative slew slack at 5.53%
* Cts repair resizes at 0
* #FFs+latches synth at 16.4k
* Die height at 1250 um
* Routed Antenna Nets at 1
* GR Overflow Total at 0
* Measured slew at the worst slew-check pin at 1.41 ns
* Initial antenna violation count at 173
* CORE AREA at 1.56 mm^2
* Rows at 459
* Arr. time, crit path at 26.53 ns
* FP Util at 40.1%
* Placed cell area at 0.662 mm^2
* Num ports at 50
* Gate Area at 0.126 mm^2
* Synth Area in Compound Gates at 3.82%
layout by cell type, fill, tap and decap left out, types with 23 or more instances in the layout:
cell / n
edfxtp_1: 16384
mux2i_1: 5623
o22ai_1: 2248
buf_4: 2246
clkbuf_16: 1733
nor2_1: 1554
mux4_2: 1384
o21ai_0: 519
diode_2: 434
clkinv_1: 407
nor3_1: 365
a22oi_1: 345
clkbuf_1: 339
nor4_1: 322
clkinv_2: 312
nand2_1: 255
nand3_1: 202
o2111ai_1: 184
bufinv_16: 162
a21oi_1: 124
o22a_1: 91
nand4_1: 86
or4_1: 75
a31oi_1: 55
clkinvlp_4: 46
buf_12: 43
nand2_4: 32
o221ai_1: 30
or3_1: 23
metal layers:
metal  up-vias  wire length, um  part of all wire [%]  GRT usage (%)
met1    158461           527000                    29           25.8
met2     20900           807000                    45           34.6
met5         -             6650                  0.37           3.50
li1     136575                -                     -              -
met3      3311           367000                    20           22.8
met4       259            87100                   4.9           9.98
power breakdown:
group,switching (mW),internal (mW)
Combinational,0.594,0.247
Clock,3.34,4.70
Sequential,0.00121,9.95
stage by stage:
stage	worst slack, ns	hold slack [ns]	utilization (%)
floorplan	42.90	15.30	-
global placement	34.74	15.63	42.4
detailed placement	34.66	15.64	42.4
CTS	34.63	14.21	45.9
global route	34.13	14.27	45.9
finish	34.27	14.29	45.9
worst paths after layout:
path | startpoint | to | slack, ns | depth (start not counted)
hold / removal | i_data[12] | mem[3][12]$_DFFE_PP_ | 14.29 | 1
setup / recovery | i_addr[2] | o_data[9] | 34.27 | 20
final cells by class:
cell class                 count  area share (%)
inverter                       2         0.00209
clock buffer                2072            6.23
sequential                 16384            68.6
clock inverter               971            1.23
multi-input combinational  13769            17.6
timing repair buffer        2331            2.55
antenna                      434           0.152
tap                        20745            3.62
kinds of logic (layout without fill, tap and decap cells):
kind of cell | Yosys count | after routing
mux | 7026 | 7026
other cells | 0 | 434
compound gates | 3717 | 3717
simple gates | 3026 | 3026
flops | 16384 | 16384
buf+inv | 1979 | 5376
Power is estimated from default activity; no workload was simulated.
